[./run.sh]
#!/bin/bash
# OpenROAD 26Q1-2900-gdf79404cd8, Yosys 0.63+post, stock flow scripts
make -C /OpenROAD-flow-scripts/flow DESIGN_CONFIG=/design/flow/config.mk WORK_HOME=/design/flow/orfs finish
[./design.v]
module my_full_adder( input A,
       input B,
       input CIN,
       output S,
       output COUT
       );
       assign S = A^B^CIN;
       assign COUT = (A&B) | (CIN&(A^B));
endmodule
module four_bit_adder( 
    input [3:0] A,
    input [3:0] B,
    input C0,
    output [3:0] S,
    output C4
    );
    wire C1,C2,C3;
    my_full_adder fa0 (A[0],B[0],C0,S[0],C1);
    my_full_adder fa1 (A[1],B[1],C1,S[1],C2);
    my_full_adder fa2 (A[2],B[2],C2,S[2],C3);
    my_full_adder fa3 (A[3],B[3],C3,S[3],C4);
endmodule
[./config.mk]
export PLATFORM = sky130hd
export DESIGN_NAME = four_bit_adder
export DESIGN_NICKNAME = four_bit_adder
export VERILOG_FILES = /design/flow/design.v
export SDC_FILE = /design/flow/constraint.sdc
export NUM_CORES = 4
export LEC_CHECK = 1
export CORE_AREA = 10 10 70 70
export DIE_AREA = 0 0 80 80
[./constraint.sdc]
current_design four_bit_adder

set clk_period 3.0
set clk_io_pct 0.2

create_clock -name clk0 -period $clk_period

set non_clock_inputs [all_inputs -no_clocks]
set_input_delay [expr $clk_period * $clk_io_pct] -clock clk0 $non_clock_inputs
set_output_delay [expr $clk_period * $clk_io_pct] -clock clk0 [all_outputs]
==> results.txt <==
Numbers from the implementation run.

After its last routability iteration, the placer logged a weighted congestion of 0.818. The final critical-path share of the clock period is 0.951. The final-layout worst hold slack is 1950 ps. The run finished with clean final reports. The total negative setup slack is 0 ps. The transition time at the pin with the least slew margin is 101 ps. The largest individual stage delay along the critical path comes from the cell fa_1. Broken down by cell family, the worst path's largest delay share belongs to adder cells. The placed instances occupy a cell area of 315 sq um.

The count of buffering cells on the critical path with inverters included is 6. The slew check shows that the tightest pin keeps a relative margin of 0.932. The number of DRC markers after the initial detailed-route iteration is 0. The site row count is 21. The iteration count recorded for the first detailed-route pass is 1. Entering global routing, the biggest net connects 2 pins. The final timing report counts setup violations totalling 0. Global routing finished with a remaining overflow of 0. In the final layout, the share of cells above drive strength 1 is 0.393. The post-synthesis cell area is 148 sq um. The most congested layer reported by global routing is met3. The OpenROAD report gives the critical path a required time of 2400 ps. The chip height is 80 microns.

For this run, the slowest stage of the critical path takes 390 ps. The worst setup path is launched from a primary input. The count of different cell masters after synthesis is 3. Counting the fill cells in the layout gives 409. The cell type contributing the most total cell area after synthesis is fa_1. The core utilization at floorplan is 0.0432. The synth_stat.txt file lists the number of cells as 18. The global-route met2 utilization is 0.0112. The HPWL after detailed placement is 399 microns. The core region is 3420 sq um. The total of clock buffers placed in the layout is 0. The path class of the lowest-slack min-delay path is primary input to output pin.

The number of nets with antenna violations after detailed routing is 0. The maximum net fanout on the critical path is 1. Per the detail_route report, vias per standard cell equal 1.54.

The count of final hold-check violations is 0. The standby leakage power is 0.144 nW. The remaining routing DRC violations is 0. For this run, the top clock speed supported by timing is 350 MHz. The report lists the power per cell area as 137 nW/um^2. The chip area in the Yosys report is 148 sq um. The run reported a max-capacitance violation count of 0. The area share of the largest cell type after synthesis is 0.542. The first global-routing pass estimated 641 microns of wire.

The chip footprint is 6400 sq um. Summing all flip-flop and latch instances after layout gives 0 sq um. The final antenna diode tally reported by the flow is 0. The quantity of hold-fixing buffers added after cts is 0.

The number of sequential cells reported for the layout is 0. The met3 track demand over resource in global routing is 0.0205. The chip width is 80 microns. The worst path in the final design needs a cycle of 2850 ps, including I/O delays and setup. In the synthesized netlist, the number of instances is 18. In the final routed layout, each cell accounts on average for 5.39 microns. The number of synthesis warnings is 0. The overall track demand over capacity in global routing is 0.0125. The number of global-route vias before repair is 132. In the global route stage, met1 resource usage came out at 0.0147.

Port buffering added 14 buffers. Data arrives at the worst endpoint at 2250 ps. Sorting the synthesized cells by area gives the leading types as fa_1, inv_1, buf_4. The slack of the critical path is 147 ps. The maximum vdd ir drop is 29.6 uV. In the post-route report, total wirelength is listed as 399 microns. The initial antenna violation count is 0. Per the hold report, the tightest min-delay path originates at B[3]. The tool warning count for the run is 32. The share of synthesized area occupied by flip-flops and latches is 0.

In the final report, the number of pins over their slew limit comes to 0. Averaged over all synthesized cells, the footprint is 8.20 sq um. The kind of end point of the critical path is an output pin. The synthesis-to-finish area growth is 104%. 14 I/O pins were placed.

Logged for this run, the post-placement worst setup slack is -678 ps. The area of all placed cells without fillers is 302 sq um. The critical path goes through buf_2 -> inv_2 -> fa_2 -> inv_2 -> fa_2 -> fa_2 -> inv_2 -> fa_1 -> inv_1 -> buf_2. Across all layers, the routed design uses 114 vias.

By instance count after routing, the leading logic cell types are inv_1, clkdlybuf4s50_1, inv_2, buf_2. The critical path is of the primary input to output pin type. Setup repair after global routing left no endpoint under its margin.

Tracing the worst setup path back leads to its startpoint at A[0].
## power breakdown
part	internal [mW]	switching [mW]
logic	0.0273	0.0140
clock network	0	0
registers	0	0
total	0.0273	0.0140
## synthesized netlist by cell type
cell	count
fa_1	4
buf_4	4
inv_1	10
## final cells by class
class / instances / area [sq um] / area share
inverter: 10 / 37.5 / 0.124
tap: 46 / 57.6 / 0.191
timing repair buffer: 14 / 119 / 0.394
multi-input combinational: 4 / 87.6 / 0.290
## metrics by stage
step / util / cells / power [mW]
final: 0.0883 / 74 / 0.0414
after global routing: 0.0883 / 74 / 0.0506
after CTS: 0.0875 / 74 / 0.0435
after detailed placement: 0.0923 / 74 / 0.0490
after global placement: 0.0923 / 74 / 0.0482
after floorplan: - / 18 / 0.0229
## timing repair
action                                  in CTS  in global routing
pin swaps                                    4                  3
buffers inserted                             0                  0
resized                                     22                  1
endpoints found under the setup margin       4                  1
## final timing paths
kind	endpoint	cells after the start
hold / removal	S[3]	5
setup / recovery	S[3]	10
## layer usage
metal	up-vias	routed length (microns)
li1	60	-
met3	0	175
met4	0	0
met5	-	0
met1	40	156
met2	14	67
## logic make-up (layout without fill, tap and decap cells)
family / Yosys count / after routing / synth area share
buf+inv: 14 / 24 / 0.458
fa+ha+maj: 4 / 4 / 0.542
Power figures rest on the tool's default switching activity, not on a simulated workload.
